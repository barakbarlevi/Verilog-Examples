[config.mk]
export PLATFORM = sky130hd
export DESIGN_NAME = clock_divider
export DESIGN_NICKNAME = clock_divider
export VERILOG_FILES = /design/flow/design.v
export SDC_FILE = /design/flow/constraint.sdc
export NUM_CORES = 4
export LEC_CHECK = 1
export CORE_UTILIZATION = 30
[constraint.sdc]
current_design clock_divider

set clk_period 5.2
set clk_io_pct 0.2

create_clock -name clk0 -period $clk_period [get_ports {clk}]

set non_clock_inputs [all_inputs -no_clocks]
set_input_delay [expr $clk_period * $clk_io_pct] -clock clk0 $non_clock_inputs
set_output_delay [expr $clk_period * $clk_io_pct] -clock clk0 [all_outputs]
[design.v]
module clock_divider #(
    parameter                     COUNT_WIDTH = 24,		 
    parameter [COUNT_WIDTH-1:0]   MAX_COUNT   = 6000000 - 1	 
) (
    input       clk,
    input       rst,
    output  reg out	 
);
    wire rst;
    reg [COUNT_WIDTH:0] count;
    always @ (posedge clk or posedge rst) begin
        if (rst == 1'b1) begin
            count <= 0;
            out <= 0;
        end else if (count == MAX_COUNT) begin
            count <= 0;
            out <= ~out;	 
        end else begin
            count <= count + 1;
        end
    end
endmodule
[run.sh]
#!/bin/bash
# OpenROAD 26Q1-2900-gdf79404cd8, Yosys 0.63+post, stock flow scripts
make -C /OpenROAD-flow-scripts/flow DESIGN_CONFIG=/design/flow/config.mk WORK_HOME=/design/flow/orfs finish
==> flow_metrics.py <==
# Synthesis and PnR figures
metrics = {
    "status": {
        "outcome": "complete, no violations",
    },
    "clock_tree": {
        "cts_buffer_depth": 2,
        "cts_tree": "done",
        "cts_buffers": 3,
        "insertion_delay_ns": 0.27,
        "clk_pin_slew_ns": 0.09,
        "post_cts_resized": 0,
        "cts.sinks": 26,
        "clockRootBuffer": "clkbuf_8",
        "cts_setup_buffers": 0,
        "hold_buffers": 0,
        "cts_max_level": 1,
    },
    "placed_design": {
        "port_buffers": 2,
        "hpwl_um": 1550,
        "post-place-ws_ns": 3.12,
        "dp_cells": 169,
        "routabilityCongestion": 0.925,
        "placed_area_um2": 1360,
    },
    "grt": {
        "track_usage": 0.124,
        "grt_pass1_vias": 904,
        "antenna_found_initial": 0,
        "grt_pass1_wl_um": 4190,
        "overflow": 0,
        "grt_max_degree": 27,
    },
    "layout": {
        "stdcell_area_um2": 1430,
        "num-fill-cells": 399,
        "final_util": 0.349,
        "area_growth_pct": 9.82,
        "final_cells": 173,
        "drive_above_1_share": 0.0894,
    },
    "final_timing": {
        "finClkSkew_ns": 0.00368,
        "hold_viol": 0,
        "slew_violations": 0,
        "finalCritPeriodShare": 0.417,
        "final-setup-viol-count": 0,
        "setup_tns_ns": 0,
        "grt_setup_unrepaired": "false",
        "min_period_ns": 2.17,
        "setup_slack_ns": 3.03,
        "fmax_mhz": 461,
        "holdWs_ns": 0.471,
        "relSlewSlack": 0.469,
        "tightestPinTransition_ns": 0.792,
    },
    "drt": {
        "vias": 857,
        "detail_route.wl_per_cell_um": 12.9,
        "drt_wl_total_um": 2240,
        "dr.pass1.iters": 4,
        "n_antenna_cell": 0,
        "antenna_left": 0,
        "drt_iter0_drc": 29,
        "drc": 0,
        "avgViaCountPerCell": 4.95,
    },
    "logic_synthesis": {
        "synthArstFlopShare": 1.00,
        "ys_chip_area_um2": 1300,
        "ff_type": "dfrtp_1",
        "ys_types": 34,
        "synth_cells": 121,
        "top_cell_area_share": 0.500,
        "synth_stat.cells": 121,
        "yosysWarnings": 1,
        "synth_top_cell_by_area": "dfrtp_1",
        "synth-seq-area-share": 0.500,
        "edf_count": 0,
        "area_leaders": "dfrtp_1, xnor2_1, xor2_1, nand4_4, nand2_1",
        "ys_ff": 26,
        "netlist_area_um2": 1300,
        "syn_area_per_cell_um2": 10.7,
    },
    "floorplanning": {
        "chipHeight_um": 67.8,
        "die_w_um": 67.8,
        "row_count": 23,
        "io_pins": 3,
        "initCoreUtil": 0.318,
        "coreArea_um2": 4090,
        "dieArea_um2": 4600,
    },
    "worst_setup_path": {
        "reg2regPathDepth": 4,
        "r2r_slack_ns": 3.11,
        "path_max_fanout": 2,
        "cp-end-kind": "primary output",
        "crit_family": "buffers and inverters",
        "cp_num_buf_inv": 1,
        "cp-start-kind": "flip-flop",
        "cp.arrival_ns": 1.13,
        "crit_slowest_cell": "clkdlybuf4s50_1",
        "crit_type": "flip-flop to primary output",
        "required_ns": 4.16,
        "reg2reg_from": "count[3]$_DFF_PP0_",
        "crit_chain": "clkdlybuf4s50_1",
        "cpPeakStageDelay_ns": 0.48,
        "timing.rr.end": "out$_DFFE_PP0N_",
    },
    "min_path": {
        "hold-path-endpoint": "count[6]$_DFF_PP0_",
        "worstHoldPathCells": 1,
        "min_from": "count[6]$_DFF_PP0_",
        "hold_path_class": "flip-flop to flip-flop",
    },
    "power_and_ir_drop": {
        "p_total_mw": 0.374,
        "leakage_nw": 0.661,
        "power.density_nw_per_um2": 262,
        "ir_worst_vdd_v": 0.000199,
    },
    "job": {
        "cap_viol_max_count": 0,
        "warnings": 25,
    },
}
## layer usage
metal / wire length [um] / track usage / vias to the layer above
li1: - / - / 429
met1: 1210 / 0.202 / 418
met2: 942 / 0.183 / 8
met3: 65 / 0.0253 / 2
met4: 14 / 0.0104 / 0
met5: 0 / 0 / -
## worst register-to-register path: stages, from the launching register on
cell,delay [ns]
dfrtp_1,0.44
and4_1,0.48
nand2_1,0.20
nor3_2,0.70
xor2_1,0.14
## synthesized netlist by cell type (3+ instances only)
cell type	number
and2_1	3
nand4_1	4
inv_1	4
o31ai_1	3
and4_1	3
xnor2_1	11
and3_1	5
xor2_1	7
buf_2	3
dfrtp_1	26
nand3_1	6
nand2_1	10
nor2_1	9
## power breakdown
part,total (mW),switching (mW),internal (mW)
combinational,0.00511,0.00391,0.00120
clock,0.167,0.0639,0.103
sequential,0.202,0,0.202
total,0.374,0.0678,0.306
## state kept, by name, summed over array words and instances, names as in the netlist
register,flops
out,1
count,25
## layout make-up
type                    count  area (um2)  area share
flip-flops and latches     26         651       0.456
multi-input cells          86         601       0.421
well taps                  50        62.6      0.0438
clock buffers               3        41.3      0.0289
clock inverters             1        30.0      0.0210
repair buffers              3        27.5      0.0193
inverters                   4        15.0      0.0105
## how the worst max path moves through the flow
stage	slack, ns	startpoint	cells past startpoint	to
after global routing	2.87	count[3]$_DFF_PP0_	4	out$_DFFE_PP0N_
final	3.03	out$_DFFE_PP0N_	1	out
after CTS	3.03	out$_DFFE_PP0N_	1	out
## cell families after synthesis
kind of cell / share of synthesized area
flip-flops: 0.500
AND-OR/OR-AND: 0.0626
buffers and inverters: 0.0375
adder cells (fa/ha/maj): 0.00962
XOR/XNOR: 0.121
AND/OR/NAND/NOR: 0.261
multiplexers: 0.00770
## layout by cell type (no fill, tap or decap)
cell type,Yosys,routed
nor4_1,2,2
xor2_1,7,7
nor2b_1,1,1
inv_1,4,4
nand3_1,6,6
or4_4,1,1
nand4_1,4,4
bufinv_16,0,1
a31oi_1,2,2
and3_1,5,5
nor4b_1,1,1
nand4b_1,1,1
nor3_1,2,2
nor2_1,9,9
ha_1,1,1
o21ai_0,2,2
a21oi_2,1,1
or3_1,1,1
a21oi_1,2,2
nand4_2,1,1
xnor2_1,11,11
buf_4,1,1
clkdlybuf4s50_1,0,2
and2_1,3,3
o32a_1,1,1
nand2_1,10,10
mux2i_1,1,1
nor3_2,1,1
dfrtp_1,26,26
clkbuf_8,0,3
and4_1,3,3
nor3b_1,1,1
a21o_1,1,1
nand4_4,2,2
o31ai_1,3,3
No activity file was given, so power comes from the tool's default toggle rates.
