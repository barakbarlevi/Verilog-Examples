**flow/run.sh**
```bash
#!/bin/bash
# OpenROAD 26Q1-2900-gdf79404cd8, Yosys 0.63+post, stock flow scripts
make -C /OpenROAD-flow-scripts/flow DESIGN_CONFIG=/design/flow/config.mk WORK_HOME=/design/flow/orfs finish
```
**flow/config.mk**
```make
export PLATFORM = sky130hd
export DESIGN_NAME = ps2
export DESIGN_NICKNAME = ps2
export VERILOG_FILES = /design/flow/design.v
export SDC_FILE = /design/flow/constraint.sdc
export NUM_CORES = 4
export LEC_CHECK = 1
export CORE_AREA = 10 10 72 72
export DIE_AREA = 0 0 82 82
```
**flow/constraint.sdc**
```tcl
current_design ps2

set clk_period 2.1
set clk_io_pct 0.2

create_clock -name clk0 -period $clk_period [get_ports {ps2_clk}]

set non_clock_inputs [all_inputs -no_clocks]
set_input_delay [expr $clk_period * $clk_io_pct] -clock clk0 $non_clock_inputs
set_output_delay [expr $clk_period * $clk_io_pct] -clock clk0 [all_outputs]
```
**flow/design.v**
```verilog
module ps2 (
    input wire          reset,
    input wire          ps2_data,
    input wire          ps2_clk,
    output wire [8:0]   rx_data,     
    output wire         rx_ready     
    );
    reg [9:0]   rx_reg, rx_next;                 
    reg [3:0]   rx_count_reg, rx_count_next;
    reg         rx_ready_reg, rx_ready_next;
    always @ (negedge ps2_clk, posedge reset) begin
        if (reset) begin
            rx_reg <= 0;
            rx_count_reg <= 0;
            rx_ready_reg <= 0;
        end else begin
            rx_reg <= rx_next;
            rx_count_reg <= rx_count_next;
            rx_ready_reg <= rx_ready_next;
        end
    end
    always @(*) begin
        rx_next = { ps2_data, rx_reg[9:1] };         
        rx_count_next = ( rx_count_reg + 1 ) % 11;   
        rx_ready_next = rx_count_reg == 10;          
    end
    assign rx_ready = rx_ready_reg;
    assign rx_data = rx_reg[8:0];                    
endmodule
```
==> CHANGELOG.md <==
### Physical design

* Number of warnings in the stage logs at 29
* Insertion delay to the later sink of the worst-skew pair at 260 ps
* Width of the die at 82 um
* Clock tree from TritonCTS: yes
* Violated checks: setup timing
* Worst Hold Class: flip-flop to flip-flop
* Largest fanout of any net on the critical path at 3
* Leakage power of the design at 0.000497 uW
* Non-Filler Cell Area, Final at 1040 um2
* Cell count listed in synth_stat.txt at 78
* Drt total wl at 1.41 mm
* Hold buffers post-CTS at 0
* Family with the most delay on the worst path: AND-OR/OR-AND gates
* Portion of synthesized cell area occupied by the leading cell type at 46.7%
* Die Ht at 82 um
* Worst hold endpoint: rx_reg[8]
* Final global-route overflow total at 0
* Largest area contributor in the netlist: sky130_fd_sc_hd__dfrtn_1
* DRC violations left at 0
* Flip-flop count of the largest register, all copies and words added at 10
* Antenna violations before repair at 0
* Internal Pwr Total at 451 uW
* Post-Place Worst Slack at -242 ps
* Count of mapped cells out of synthesis at 78
* Critical path endpoint category: flip-flop
* H-Tree Depth at 1
* Final clock skew at 1.72 ps
* Post-placement cell area at 1010 um2
* Number of register bits inferred by synthesis at 15
* Area of the placeable core at 3690 um2
* Pins over their slew limit at 0
* Main area contributors: sky130_fd_sc_hd__dfrtn_1 47%, sky130_fd_sc_hd__buf_4 8.4%, sky130_fd_sc_hd__ha_1 4.7%
* Reg-to-reg setup timing slack at -170 ps
* Starting DRC count in detailed routing at 20
* Count of buffers inserted at the top-level ports at 12
* Via count of the first global-routing pass at 543
* Final Cycle Share at 108%
* Wire length of the first global-routing pass at 2.28 mm
* Final count of hold timing violations at 0
* Setup slack of the critical path after layout at -174 ps
* Most Frequent Cell on Critical Path: sky130_fd_sc_hd__o211ai_1
* Total power per unit cell area at 524 nW/um2
* Total antenna diodes in the routed design at 0
* Count of max-cap constraint violations at 0
* Die area at 6720 um2
* Net switching component of the power at 93.7 uW
* Cells on worst reg2reg path at 10
* Endpoint required time on the critical path at 3250 ps
* Sw Ratio at 17.2%
* Bufs and invs on worst path at 2
* Portion of total power attributed to the clock network at 39.6%
* Sequential cell fraction of total power at 56.0%
* Worst r2r src: rx_count_reg[0]
* Final-layout worst hold slack at 297 ps
* Total cell area reported by yosys after synthesis at 805 um2
* Critical path start-end classification: flip-flop to flip-flop
* Synth-to-layout area growth at 29.1%
* Area of the mapped netlist at 805 um2
* Boundary Pins at 13
* CTS sink count at 15
* Distinct lib cells at 31
* Layout cells sized above 1 at 40.4%
* Startpoint kind of the worst setup timing path: flip-flop
* Pre-Place Util at 21.8%
* List of cells traversed by the critical path: inv_6 -> ha_4 -> inv_2 -> a21oi_2 -> o211ai_1 -> ha_1 -> and2b_1 -> a311oi_2 -> o211ai_1 -> xnor2_1
* Number of buffers added by the clock tree synthesis step at 3
* Gr usage total at 4.14%
* Clock-pin slew on the worst setup and hold paths at 40 ps
* Worst relative slew slack at 77.4%
* Max stage delay cell, worst path: sky130_fd_sc_hd__dfrtn_1
* Library cell used as clock root buffer: sky130_fd_sc_hd__clkbuf_8
* Global placer's final weighted congestion at 0.814
* Post-DR vias/cell at 3.91
* Worst vdd rail ir drop at 227 uV
* Site row count at 22
* Fin crit period at 2270 ps
* RSZ-0062 raised after global routing: true
* Result of the run: finished, violations left
* Arr. time, crit path at 3420 ps
* Number of search-and-repair iterations in the first detailed-routing pass at 4
* YS warnings at 1
* Fraction of power consumed by combinational cells at 4.4%
* Maximum number of buffers from clock root to sink at 2
* Via count at 575
* Post-synth seq share at 46.7%
* Reg-to-Reg End: rx_count_reg[3]
* Setup-violating endpoint count in the final report at 14
* Setup TNS at -1470 ps
* Slowest cell delay on critical path at 500 ps
* Synth Area per Inst at 10.3 um2
* Worst hold start: rx_reg[9]
* Worst-Margin Slew at 338 ps
* Count of cells along the worst hold path at 0
* Highest achievable clock rate at 440 MHz
* Average wire per standard cell at 9.61 um
* Number of routed nets with antenna violations at 0
* DP Wirelength at 1.17 mm
* Pin count of the biggest net entering global routing at 11
[cells in the final DEF (no fill, tap or decap), drive strengths merged, types with 2 or more instances in the layout]
cell / n
clkdlybuf4s50: 2
nand3: 2
or2: 2
inv: 5
clkbuf: 4
buf: 28
o21ai: 3
nand2: 5
o21bai: 2
a21oi: 4
o211ai: 2
dfrtn: 15
ha: 3
a31oi: 3
xnor2: 3
nor2: 2
[metal layers]
| metal | GRT usage [%] | vias up | routed length [um] |
|---|---|---|---|
| li1 | - | 299 | - |
| met1 | 5.36 | 261 | 694 |
| met2 | 6.43 | 13 | 581 |
| met3 | 1.54 | 2 | 118 |
| met4 | 1.02 | 0 | 18 |
| met5 | 0 | - | 0 |
[power groups by stage]
stage	clock [uW]	sequential (uW)	combinational, uW
4_1_cts	229	305	24.2
5_1_grt	238	306	27.7
6_report	216	305	23.9
[what timing repair did]
item                                   CTS  global route
setup endpoints to repair               14            14
setup buffers                            3             1
gates resized                           31             0
endpoints found under the hold margin    0             0
[area by class of cell]
| type | count | area, um2 |
|---|---|---|
| Tap cell | 48 | 60.1 |
| Inverter | 5 | 23.8 |
| Clock buffer | 4 | 45.0 |
| Timing Repair Buffer | 30 | 205 |
| Multi-Input combinational cell | 45 | 329 |
| Sequential cell | 15 | 375 |
| Fill cell | 403 | 2650 |
[synthesized netlist by cell type]
master                     count
sky130_fd_sc_hd__dfrtn_1      15
sky130_fd_sc_hd__buf_4         9
sky130_fd_sc_hd__inv_1         5
sky130_fd_sc_hd__nand2_1       5
sky130_fd_sc_hd__a21oi_1       4
sky130_fd_sc_hd__a31oi_1       3
sky130_fd_sc_hd__ha_1          3
sky130_fd_sc_hd__o21ai_0       3
sky130_fd_sc_hd__xnor2_1       3
sky130_fd_sc_hd__buf_6         2
sky130_fd_sc_hd__nand3_1       2
sky130_fd_sc_hd__nor2_1        2
sky130_fd_sc_hd__o211ai_1      2
sky130_fd_sc_hd__o21bai_1      2
sky130_fd_sc_hd__or2_2         2
sky130_fd_sc_hd__a21bo_2       1
sky130_fd_sc_hd__a21o_1        1
sky130_fd_sc_hd__a311oi_2      1
sky130_fd_sc_hd__and2_1        1
sky130_fd_sc_hd__and2b_1       1
sky130_fd_sc_hd__and3_1        1
sky130_fd_sc_hd__and4_2        1
sky130_fd_sc_hd__buf_2         1
sky130_fd_sc_hd__clkbuf_2      1
sky130_fd_sc_hd__mux2i_1       1
sky130_fd_sc_hd__nor2b_1       1
sky130_fd_sc_hd__nor3_1        1
sky130_fd_sc_hd__nor3b_1       1
sky130_fd_sc_hd__o21a_1        1
sky130_fd_sc_hd__o22ai_1       1
sky130_fd_sc_hd__or3b_1        1
[worst max-delay path by stage]
stage                      startpoint         endpoint  slack (ps)  cells after the start
final                 rx_count_reg[0]  rx_count_reg[3]        -170                     10
after global routing  rx_count_reg[0]  rx_count_reg[3]        -300                     10
after CTS             rx_count_reg[0]  rx_count_reg[3]        -190                     10
[through the flow]
step,power (uW),utilization [%],instances
final,545,28.2,147
after global routing,572,28.2,147
after CTS,558,28.0,146
after detailed placement,340,27.4,139
after global placement,340,27.4,139
after floorplan,322,-,78
[cells by family (layout without fill, tap and decap cells)]
group	count (synthesis)	count (layout)	synth area share, %
buffers and inverters	18	39	14.8
muxes	1	1	1.24
AOI/OAI and AO/OA	19	19	16.2
DFF	15	15	46.7
and+or+nand+nor	19	19	13.2
adders and majority gates	3	3	4.67
xor gates and xnor gates	3	3	3.27
No activity file was given, so power comes from the tool's default toggle rates.
