--- flow/config.mk ---
export PLATFORM = sky130hd
export DESIGN_NAME = vgasync
export DESIGN_NICKNAME = vgasync
export VERILOG_FILES = /design/flow/design.v
export SDC_FILE = /design/flow/constraint.sdc
export NUM_CORES = 4
export LEC_CHECK = 1
export CORE_AREA = 10 10 86 86
export DIE_AREA = 0 0 96 96
--- flow/constraint.sdc ---
current_design vgasync

set clk_period 3.2
set clk_io_pct 0.2

create_clock -name clk0 -period $clk_period [get_ports {clk}]

set non_clock_inputs [all_inputs -no_clocks]
set_input_delay [expr $clk_period * $clk_io_pct] -clock clk0 $non_clock_inputs
set_output_delay [expr $clk_period * $clk_io_pct] -clock clk0 [all_outputs]
--- flow/design.v ---
module vgasync #(
    parameter   HVID = 640,      
    parameter   HFP  = 16,       
    parameter   HS   = 96,       
    parameter   HBP  = 48,       
    parameter   VVID = 480,      
    parameter   VFP  = 10,       
    parameter   VS   = 2,        
    parameter   VBP  = 29,       
    parameter  HC_MAX = HVID+HFP+HS+HBP,    
    parameter  VC_MAX = VVID+VFP+VS+VBP,    
    parameter  HC_BITS = $clog2(HC_MAX),    
    parameter  VC_BITS = $clog2(VC_MAX)     
    ) (
    input wire clk,                      
    input wire reset,
    output wire hsync,
    output wire vsync,
    output wire [HC_BITS-1:0]   col,     
    output wire [VC_BITS-1:0]   row,     
    output wire vid_active               
    );
    localparam  HSYNC_BEGIN = HVID+HFP;          
    localparam  HSYNC_END   = HSYNC_BEGIN+HS;    
    localparam  VSYNC_BEGIN = VVID+VFP;
    localparam  VSYNC_END   = VSYNC_BEGIN+VS;
    reg [HC_BITS-1:0]   hctr_reg, hctr_next;     
    reg [VC_BITS-1:0]   vctr_reg, vctr_next;     
    reg                 vid_active_reg, vid_active_next;
    reg                 hsync_reg, hsync_next;
    reg                 vsync_reg, vsync_next;
    always @ (posedge clk) 
    begin
        if (reset) begin
            hctr_reg <= 0;
            vctr_reg <= 0;
            vid_active_reg <= 0;
            hsync_reg <= 0;
            vsync_reg <= 0;
        end else begin
            hctr_reg <= hctr_next;
            vctr_reg <= vctr_next;
            vid_active_reg <= vid_active_next;
            hsync_reg <= hsync_next;
            vsync_reg <= vsync_next;
        end
    end
    always @ (*)
    begin
        hctr_next = ( hctr_reg >= HC_MAX-1 ) ? 0 : hctr_reg + 1;
        if ( hctr_next == 0 )
            vctr_next = ( vctr_reg >= VC_MAX-1 ) ? 0 : vctr_reg + 1;
        else
            vctr_next = vctr_reg;
        vid_active_next = ( hctr_next < HVID && vctr_next < VVID ) ? 1 : 0;
        hsync_next = ( hctr_next >= HSYNC_BEGIN && hctr_next < HSYNC_END ) ? 1 : 0;
        vsync_next = ( vctr_next >= VSYNC_BEGIN && vctr_next < VSYNC_END ) ? 1 : 0;
    end
    assign vid_active = vid_active_reg;
    assign hsync = hsync_reg;
    assign vsync = vsync_reg;
    assign col = hctr_reg;
    assign row = vctr_reg;
endmodule
--- flow/run.sh ---
#!/bin/bash
# OpenROAD 26Q1-2900-gdf79404cd8, Yosys 0.63+post, stock flow scripts
make -C /OpenROAD-flow-scripts/flow DESIGN_CONFIG=/design/flow/config.mk WORK_HOME=/design/flow/orfs finish
==> flow_metrics.tcl <==
# collected from the flow reports
set metrics [dict create \
    status "completed" \
    warnings 27 \
    cts_buffers 3 \
    rr_endpoint "vctr_reg[7]$_SDFF_PP0_" \
    crit_type "register to register" \
    cts_resized 0 \
    fp.dieH_um 96 \
    grt_use_total_pct 7.782 \
    finalHoldViolCount 0 \
    cts_tree "yes" \
    worstHoldEndpoint "hctr_reg[0]$_SDFF_PP0_" \
    viasPerCell 4.900 \
    clock_latency_ps 260 \
    tightest_slew_ps 553.1 \
    ys_area_um2 1378 \
    hp-start "hctr_reg[0]$_SDFF_PP0_" \
    drt_iter0_drc 62 \
    cts_max_path_buffers 2 \
    setup_slack_ps 669.9 \
    fin_crit_sh_pct 79.06 \
    hold_depth 1 \
    clkSlewWorstSetupHoldPaths_ps 80 \
    drv_cap 0 \
    wirelength_um 3456 \
    cp-start-kind "register" \
    num_vias 1279 \
    synth_area_per_cell_um2 8.299 \
    area_delta_synth_final_pct 24.43 \
    ant_nets 0 \
    h-tree-depth 1 \
    rsz0062_at_grt "false" \
    rr_startpoint "hctr_reg[0]$_SDFF_PP0_" \
    num_rows 27 \
    gp_congestion 0.8460 \
    critPathCaptureType "register" \
    fp_util_pct 24.86 \
    first_pass_iters 4 \
    skew_ps 1.162 \
    ys_types 47 \
    place_hpwl_um 2653 \
    ioPinCount 25 \
    slew_headroom_pct 62.91 \
    max_freq_ghz 0.3952 \
    wl_per_cell_um 13.24 \
    finalMaxSlewViolations 0 \
    cp_max_fo 10 \
    r2r_slack_ps 670 \
    die-area_um2 9216 \
    portBuffers 24 \
    netlist_area_um2 1378 \
    power_leakage_nw 0.5829 \
    syn-instance-count 166 \
    top_area_cell "dfxtp_1" \
    synthArstFlopShare_pct 0 \
    cp.arrival_ps 2690 \
    instances_no_fill 261 \
    yosys_register_bits 23 \
    antenna_cells 0 \
    post-cts-setup-buffers 0 \
    place_inst 257 \
    finalSetupViolations 0 \
    power_mw 0.5256 \
    clock-root-buffer "clkbuf_8" \
    yosys_cells 166 \
    grt_pass1_vias 1217 \
    drc 0 \
    top_cell "dfxtp_1" \
    die_w_um 96 \
    synth_warnings 1 \
    ff_type "dfxtp_1" \
    drive_gt1_share_pct 7.407 \
    route.met2.wl_um 1516 \
    top_cells_by_count "dfxtp_1, nor2_1, nand2_1" \
    yosys.stat.seqShare_pct 33.42 \
    area_leaders "dfxtp_1, nor2_1, a21oi_1" \
    grt-ovfl-total 0 \
    reg2reg_depth 8 \
    power_density_nw_per_um2 306.6 \
    wl_met1_um 1587 \
    synth-edff-count 0 \
    highest_layer "met4" \
    antenna_found_initial 0 \
    coreArea_um2 5540 \
    grt_pass1_wl_um 5865 \
    hold_buffers 0 \
    hp-class "register to register" \
    grt_max_degree 13 \
    synth_top_area_share_pct 33.42 \
    post-place-ws_ps 695.3 \
    cp.required_ps 3360 \
    ir_worst_vdd_mv 0.1719 \
    fin_setup_tns_ps 0 \
    min_period_ps 2530 \
    wl_met3_um 332 \
    clock-sinks 23 \
]
-- cell type report --
cell class | instances | area, um2
fill | 614 | 3826
multi-input combinational | 132 | 852.1
sequential | 23 | 460.4
timing repair buffer | 25 | 247.7
tap | 72 | 90.09
clock buffer | 4 | 45.04
inverter | 5 | 18.77
-- through the flow --
step                hold slack [ps]  cell area (um2)  utilization (%)
floorplan                     437.7             1378                -
global placement              470.3             1669            30.13
detailed placement            480.0             1669            30.13
CTS                           500.2             1714            30.94
global route                  537.6             1714            30.94
finish                        488.5             1714            30.94
-- cells by family after synthesis --
logic type | after synthesis | synth area share (%)
compound gates | 39 | 21.25
xor+xnor | 5 | 3.179
fa+ha+maj | 3 | 2.725
buf+inv | 11 | 4.723
flops | 23 | 33.42
mux | 1 | 0.7266
simple gates | 84 | 33.97
-- power by group --
group | internal [mW] | switching, mW | leakage (nW)
clock | 0.0887 | 0.0897 | 0.0228
combinational | 0.0229 | 0.0255 | 0.374
sequential | 0.292 | 0.00706 | 0.186
total | 0.403 | 0.122 | 0.583
-- per-layer routing --
| layer | vias up | GRT usage, % |
|---|---|---|
| met5 | - | 0 |
| met3 | 2 | 2.673 |
| met4 | 0 | 0.3686 |
| met1 | 585 | 10.89 |
| li1 | 658 | - |
| met2 | 34 | 12.00 |
-- critical path, cell delays in order, from the launching register on --
cell and delay (ps):
dfxtp_1 410, ha_1 290, nand3_1 120, xnor2_1 200, o31a_1 290, o22a_1 350
o31a_1 360, or2_1 250, and2_1 160
-- cell usage in the layout, fill, tap and decap left out, types with 5 or more instances in the layout --
cell	n
dfxtp_1	23
nor3_1	10
and3_1	7
clkdlybuf4s50_1	24
a21oi_1	11
nand2_1	12
nor2_1	22
o31a_1	5
and2_1	5
inv_1	5
-- worst max-delay path by stage --
stage | to | from | cells after the start | slack (ps)
final | vctr_reg[7]$_SDFF_PP0_ | hctr_reg[0]$_SDFF_PP0_ | 8 | 670
after global routing | vsync_reg$_SDFF_PP0_ | hctr_reg[0]$_SDFF_PP0_ | 8 | 430
after CTS | vctr_reg[6]$_SDFF_PP0_ | hctr_reg[0]$_SDFF_PP0_ | 8 | 680
No activity file was given, so power comes from the tool's default toggle rates.
